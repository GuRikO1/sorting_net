===== flow/config.mk =====
export PLATFORM = sky130hd
export DESIGN_NAME = count
export DESIGN_NICKNAME = count
export VERILOG_FILES = /design/flow/design.v
export SDC_FILE = /design/flow/constraint.sdc
export NUM_CORES = 4
export LEC_CHECK = 1
export CORE_AREA = 10 10 90 90
export DIE_AREA = 0 0 100 100

===== flow/constraint.sdc =====
current_design count

set clk_period 5.8
set clk_io_pct 0.2

create_clock -name clk0 -period $clk_period [get_ports {clk}]

set non_clock_inputs [all_inputs -no_clocks]
set_input_delay [expr $clk_period * $clk_io_pct] -clock clk0 $non_clock_inputs
set_output_delay [expr $clk_period * $clk_io_pct] -clock clk0 [all_outputs]

===== flow/design.v =====
`default_nettype none
module count(input wire clk,
          output reg [31:0] pc);
     initial begin
          #5 pc = 0;
     end     
     always @(posedge clk) begin
          pc = pc + 32 * 4;
     end
endmodule
`default_nettype wire

===== flow/run.sh =====
#!/bin/bash
# OpenROAD 26Q1-2900-gdf79404cd8, Yosys 0.63+post, stock flow scripts
make -C /OpenROAD-flow-scripts/flow DESIGN_CONFIG=/design/flow/config.mk WORK_HOME=/design/flow/orfs finish

==> Slide: Implementation Results <==
Run Summary

Status
  – Outcome: complete, no violations

Place
  – Placed cell count: 194
  – HPWL reported at the end of detailed placement: 1.72 mm
  – Pre-CTS setup slack: 3.67 ns
  – Placer Congestion: 0.761
  – Placed cell areas: 0.00135 mm2
  – Port-buffer cells: 25

Timing
  – Final min period: 2.42 ns
  – Max Fclk: 413 MHz
  – Clk_skew: 0.00231 ns
  – Final tally of setup violations: 0
  – PnR worst setup slack: 3.38 ns
  – Hold Fails Final Rpt: 0
  – Final Max Slew Viols: 0
  – Final TNS setup: 0 ns
  – Final period util: 0.417
  – RSZ-0062 raised after global routing: false

CTS
  – CTS tree: built
  – PostCTS Resize Cnt: 0
  – CTS root buf: clkbuf_8
  – Cts hold-fix bufs: 0
  – Clock latency (worst-skew pair): 0.26 ns
  – Clock-pin slew of the registers on the worst-case setup and hold paths: 0.08 ns
  – Max Buffers Root-to-Sink: 2
  – Sinks on Clock Net: 25
  – # Post-CTS Setup Buffers: 0
  – H-tree Lvls: 1
  – Num CTS Buffers: 3

Pwr
  – Sw power: 0.0000536 W
  – Combinational share of power: 0.001
  – Peak VDD IR: 0.0000667 V
  – Pwr dens: 196 mW/mm2
  – Pleak: 0.523 nW
  – Sequential fraction of design power: 0.625
  – Sw Share: 0.196
  – Final Power: 0.000274 W
  – P_int: 0.000220 W
  – Clock Power Share: 0.374

GRT
  – Initial antenna violation count: 0
  – Largest net degree at the start of global routing: 14
  – GRT overflow: 0
  – Global Route Usage Sum: 0.0438
  – Vias in the first global route: 709
  – Global-route wire length before repair: 3.68 mm

Finish
  – Final Cell Area: 0.00140 mm2
  – Max FFs per register: 25
  – Finished Layout Cells: 198
  – Area growth from synthesis to layout: 34.9%
  – Most frequent cells in the layout: clkdlybuf4s50_1, dfxtp_1, xnor2_1
  – Layout cell share with drive strength beyond 1: 0.0744

Synth
  – Synth unique cells: 17
  – Syn avg cell area: 11.2 um2
  – Post-synth regs: 25
  – Synthesized area: 0.00104 mm2
  – Seq share, synth: 0.483
  – Chip area in the Yosys report: 0.00104 mm2
  – Synth warn: 1
  – Cells in synth_stat.txt: 93
  – Gate Count Post-Synth: 93

Setup path
  – Worst-path cell chain: clkdlybuf4s50_1
  – Worst EP arrival: 1.26 ns
  – Crit-path max FO: 6
  – Top delay family on crit path: buffers and inverters
  – Setup crit end kind: output port
  – Worst setup path class: flop to output port
  – Crit start category: flop
  – WP buf/inv: 1
  – CP required: 4.64 ns
  – Flop2flop setup slack: 4.14 ns
  – CP max stage delay: 0.52 ns
  – Critical-path top delay cell: clkdlybuf4s50_1

Floorplan
  – FP Rows: 29
  – Core Area: 0.00628 mm2
  – Initial Utilization: 0.165
  – Chip Width: 100 um
  – Boundary Pins: 33
  – Die area: 0.0100 mm2
  – DIE HEIGHT: 100 um

Drt
  – Post-DRT Antenna Nets: 0
  – Initial DRT Pass Iterations: 4
  – Post-Route WL: 2.18 mm
  – Inserted Diodes: 0
  – Post-DR wirelength/cell: 11.0 um
  – Initial DRC Count: 26
  – DRC: 0
  – Routed vias: 687
  – Via density: 3.47

Worst hold path
  – HP Class: flop to flop

Job
  – Max-Cap Viols: 0
  – Tool warnings: 25
==> path summary, 6_finish.rpt <==
check	from	to	cells after the start
worst min-delay path	pc[7]	pc[7]	1
worst max-delay path	pc[17]	pc[17]	1
worst min register to register	pc[7]	pc[7]	1
worst max register to register	pc[7]	pc[31]	5
==> power groups by stage <==
stage                 registers [W]  clock network, W    logic [W]
final                      0.000171          0.000102  0.000000219
after global routing       0.000172          0.000119  0.000000522
after CTS                  0.000171          0.000110  0.000000394
==> worst register-to-register path, stage by stage (launching register included) <==
cell	delay, ns
dfxtp_1	0.41
ha_1	0.23
nand3_1	0.15
nor4_4	0.46
nand4_1	0.17
xnor2_1	0.15
==> metal layers <==
metal | GRT usage | wire length (um) | vias to the layer above
met3 | 0.0139 | 131 | 2
met5 | 0 | 0 | -
met2 | 0.0627 | 941 | 20
li1 | - | - | 357
met1 | 0.0630 | 1060 | 308
met4 | 0.00978 | 47 | 0
==> cell type report <==
cell class	count	area, um2
multi-input cells	65	499
repair buffers	25	250
well taps	77	96.3
flip-flops and latches	25	500
inverters	2	7.51
clock buffers	4	45.0
fillers	672	4880
==> Yosys cell counts <==
cell type,number,area share
and3_1,5,0.030
and3_2,1,0.0072
and4_1,2,0.017
buf_4,7,0.051
conb_1,1,0.0036
dfxtp_1,25,0.48
ha_1,1,0.012
inv_1,2,0.0072
nand2_1,4,0.014
nand3_1,9,0.043
nand3_4,1,0.017
nand4_1,4,0.024
nand4_4,2,0.041
nor2_1,4,0.014
nor4_4,2,0.041
xnor2_1,15,0.13
xor2_1,8,0.068
==> metrics by stage <==
stage               hold WS [ns]  utilization
finish                     0.439        0.223
global route               0.452        0.223
CTS                        0.444        0.223
detailed placement         0.422        0.216
global placement           0.412        0.216
floorplan                  0.383            -
==> cell families after synthesis <==
| group | share of synthesized area |
|---|---|
| fa+ha+maj | 0.0121 |
| flops | 0.483 |
| other cells | 0.00362 |
| xor+xnor | 0.194 |
| simple gates | 0.250 |
| buf+inv | 0.0579 |
Power figures rest on the tool's default switching activity, not on a simulated workload.
